$ cat flow/design.v
`timescale 1ns / 1ps
module CLK_DIVIDER #( range_clk_div = 12, channel = 5)(
    input clk_in,
    input rst,
    input [range_clk_div - 1 : 0] clk_divider_odd,  
    input [range_clk_div - 1 : 0] clk_divider_even,  
    output [channel -1 : 0]  pwm_clk_odd,
    output [channel -1 : 0]  pwm_clk_even,
    output Clk_Even,
    output Clk_Odd
);
reg [range_clk_div - 1 : 0] pos_edge_counter; 
reg [range_clk_div - 1 : 0] neg_edge_counter; 
reg [range_clk_div - 1 : 0] counter; 
reg [range_clk_div - 1 : 0] counter_1; 
wire [range_clk_div - 1 : 0] counter_2; 
reg clk_gen;
wire clk_even;
wire clk_odd;
always @ (posedge clk_in)
begin
    if(rst)
    begin
        pos_edge_counter <= 12'd0; 
    end 
    else if (pos_edge_counter == (clk_divider_odd - 1))
        begin
            pos_edge_counter <=12'd0;    
        end
    else        
        begin
            pos_edge_counter <= pos_edge_counter + 12'd1; 
        end
end
always @ (negedge clk_in)
begin
    if(rst)
    begin
        neg_edge_counter <= 12'd0; 
    end 
    else if (neg_edge_counter == (clk_divider_odd - 1))
        begin
            neg_edge_counter <=12'd0;    
        end
    else          
        begin
            neg_edge_counter <= neg_edge_counter + 12'd1; 
        end
end
assign clk_odd = ((pos_edge_counter > (clk_divider_odd >> 1)) | (neg_edge_counter > (clk_divider_odd >> 1)));
assign Clk_Odd = clk_odd;
always @(posedge clk_in)
begin
    if(rst)
    begin
        counter_1 <= 12'd0; 
        clk_gen <= 1'b0;
    end else if( counter_2 == (clk_divider_even/2))
        begin
            counter_1 <= 12'd0;
            clk_gen <= ~clk_gen;
        end
    else
        begin
            counter_1 <= counter_2;
        end   
end
assign clk_even = clk_gen;
assign Clk_Even = clk_even;
assign counter_2 = counter_1 + 1;
PWM_EVEN_CLK PWM_Even  (
    .clk_even(clk_even),
    .pwm_even_clk(pwm_clk_even)
    );
PWM_ODD_CLK PWM_Odd  (
    .clk_odd(clk_odd),
    .pwm_odd_clk(pwm_clk_odd)
    );
endmodule
`timescale 1ns / 1ps
module PWM_EVEN_CLK #( channel_width = 5)(
    input  rst,
    input  clk_even,
    output [channel_width - 1 : 0] pwm_even_clk
    );
reg [7:0] counter = 0;  
always @(posedge clk_even)
begin
    counter <= counter + 1;
end
assign pwm_even_clk[0] = 0;   
assign pwm_even_clk[1] = (counter < 64)? 1:0;   
assign pwm_even_clk[2] = (counter < 128)? 1:0;  
assign pwm_even_clk[3] = (counter <192)? 1:0;   
assign pwm_even_clk[4] = 1;   
endmodule
`timescale 1ns / 1ps
module PWM_ODD_CLK #( channel_width = 5)(
    input  clk_odd,
    output [channel_width - 1 : 0] pwm_odd_clk
    );
reg [7:0] counter = 0;  
always @(posedge clk_odd)
begin
    counter <= counter + 1;
end
assign pwm_odd_clk[0] = 0;   
assign pwm_odd_clk[1] = (counter < 64)? 1:0;   
assign pwm_odd_clk[2] = (counter < 128)? 1:0;  
assign pwm_odd_clk[3] = (counter <192)? 1:0;   
assign pwm_odd_clk[4] = 1;   
endmodule
$ cat flow/run.sh
#!/bin/bash
# OpenROAD 26Q1-2900-gdf79404cd8, Yosys 0.63+post, stock flow scripts
make -C /OpenROAD-flow-scripts/flow DESIGN_CONFIG=/design/flow/config.mk WORK_HOME=/design/flow/orfs finish
$ cat flow/config.mk
export PLATFORM = sky130hd
export DESIGN_NAME = CLK_DIVIDER
export DESIGN_NICKNAME = CLK_DIVIDER
export VERILOG_FILES = /design/flow/design.v
export SDC_FILE = /design/flow/constraint.sdc
export NUM_CORES = 4
export LEC_CHECK = 1
export CORE_UTILIZATION = 50
$ cat flow/constraint.sdc
current_design CLK_DIVIDER

set clk_period 4.7
set clk_io_pct 0.2

create_clock -name clk0 -period $clk_period [get_ports {clk_in}]

set non_clock_inputs [all_inputs -no_clocks]
set_input_delay [expr $clk_period * $clk_io_pct] -clock clk0 $non_clock_inputs
set_output_delay [expr $clk_period * $clk_io_pct] -clock clk0 [all_outputs]
==> notes.md <==
Here are the numbers from the latest Yosys + OpenROAD run.

The flow reported a cell area power density of 159 nW/um^2. The clock tree root buffer cell is sky130_fd_sc_hd__clkbuf_8. The critical path in the final layout is reported with a setup slack of -0.535 ns.

The level count of the clock H-tree came out at 2. The number of antenna violations at the first check in global routing came out at 0. The first detailed-routing pass took 5 iterations. The total of max-cap violations came out at 0. The kind of critical path is register to primary output.

The clock latency at the later pin of the worst-skew pair came out at 0.35 ns. The sequential element share of the synthesized area is 0.290. The count of unclocked register or latch pins came out at 16. The global placement routability congestion is 0.909.

The detailed router reported a total wirelength of 8060 um. The worst setup path is captured at a primary output. The flow ran to the end, but the final reports show violations. The area enclosed by the die boundary is 7670 um^2. The mean number of vias per cell is 5.10. The mean routed wirelength per cell is 13.2 um.

The global routing report lists combined usage of all routing layers as 0.229. The number of fillers in the final layout is 529. The die span in x is 87.6 um. The power after layout is 0.000766 W. The tally of nets with antenna violations remaining after routing is 0. The synthesis stat section lists a flop and latch total of 53. Setup repair after global routing could not meet its margin everywhere. The final tally of setup violations is 13. For this run, asynchronously set or reset flops after synthesis account for 0. The initial DRC count is 116. The wire-length estimate of the detail-placed layout is 6470 um. The area share of the largest cell type after synthesis came out at 0.290. The first global-routing pass estimated 13,300 um of wire. The post-synthesis instance area is 3660 um^2. Between the synthesized netlist and the finished layout, the area growth was recorded as 31.7%. The count of endpoints without a timing constraint is 22. Per the synth stats, the flop cell with the highest instance count is sky130_fd_sc_hd__dfxtp_1. The TritonCTS clock tree is yes. Once layout is complete, the utilization of the core stands at 0.694.

Of all nets on the critical path, the largest fanout is 2. After clock tree synthesis, the clock-pin slew on the worst setup and hold paths is 0.08 ns. The floorplan report gives the top-level pin count as 38.

The number of vias in the routed layout is 3,120. The number of cells in Yosys stat came out at 416. The number of distinct standard cells referenced by the synthesized netlist is 51. The maximum count of clock buffers along a single path came out at 2. The region available for standard cell placement spans 6940 um^2. The number of logged tool warnings is 42.

According to the timing report, the data required time at the worst endpoint equals 3.76 ns. The total CTS buffers is 5. The y dimension of the die came out at 87.6 um. The chip area line in the Yosys stat output reads 3660 um^2. After synthesis, the cell types taking the most area are sky130_fd_sc_hd__dfxtp_1 (29%), sky130_fd_sc_hd__xnor2_1 (13%), sky130_fd_sc_hd__ha_1 (9.6%), sky130_fd_sc_hd__xor2_1 (5.0%), sky130_fd_sc_hd__xnor3_1 (4.3%). The type recorded for the worst min-delay path is register to register. The final reports fail on negative setup slack. The slack of the worst reg-to-reg path is 1.91 ns. The gate count after technology mapping came out at 416.

The effective utilization at floorplan is 0.527. The max-slew violation count came out at 0. The ratio of cells with drive above 1 in the final layout is 0.246. The launch point of the worst reg-to-reg path is counter_1[0]. The leakage power is 2.11 nW. The number of remaining DRC errors is 0. A synthesized cell averages 8.80 um^2. The number of placement rows is 30.

The worst reg2reg path depth is 8. The number of global-route vias before repair is 2,817. Counting flops with a built-in enable in the synthesized netlist gives 0. After clock tree synthesis, the flow added hold-fix buffers numbering 0.

The remaining global-route overflow came out at 0. The terminus of the critical flop-to-flop path is counter_1[9]. Sorting the Yosys area breakdown by cell type puts at the top sky130_fd_sc_hd__dfxtp_1. The headroom to the max-slew limit came out at 0.503. The synthesis report lists the Yosys warning total as 3. The maximum clock skew at final layout came out at 0.0129 ns.

The cell depth of the worst hold path is 1. The data arrival time at the worst-slack endpoint is 4.29 ns. At the placement stage, the worst setup path has a slack of -0.966 ns. Entering global routing, the biggest net connects 14 pins. The peak ir drop on the vdd network is 0.126 mV. The count of inserted antenna diode cells came out at 0. The worst hold path terminates at counter_1[0]. The critical hold path startpoint is counter_1[0]. The quantity of I/O buffers inserted on ports came out at 32. The final setup TNS is -3.23 ns. In the final report, the number of hold violations comes to 0. The actual slew at the worst max-slew pin is 0.743 ns. The worst setup path is launched from a register.
## state kept, by name, indices dropped and copies added, names as in the netlist
| register | flops |
|---|---|
| PWM_Even.counter | 8 |
| PWM_Odd.counter | 8 |
| clk_gen | 1 |
| counter_1 | 12 |
| neg_edge_counter | 12 |
| pos_edge_counter | 12 |
## area by class of cell
cell class,instances,area (um^2),area share
multi-input cells,319,2600,0.540
flip-flops and latches,53,1060,0.221
repair buffers,97,808,0.168
well taps,96,120,0.0249
inverters,27,101,0.0210
clock buffers,7,76.3,0.0158
clock inverters,13,50.0,0.0104
## where the power goes
part,internal (W),switching [W]
Sequential,0.000321,0.00000760
Combinational,0.0000957,0.0000806
Clock,0.000118,0.000143
## layout by cell type (no fill, tap or decap), types with 3 or more instances in the layout
cell type and n:
sky130_fd_sc_hd__buf_4 65, sky130_fd_sc_hd__dfxtp_1 51, sky130_fd_sc_hd__xnor2_1 51, sky130_fd_sc_hd__inv_1 37, sky130_fd_sc_hd__nor2_1 37, sky130_fd_sc_hd__ha_1 25
sky130_fd_sc_hd__nand2_1 22, sky130_fd_sc_hd__nand3_1 22, sky130_fd_sc_hd__xor2_1 20, sky130_fd_sc_hd__clkdlybuf4s50_1 20, sky130_fd_sc_hd__nor3_2 11, sky130_fd_sc_hd__nand4_1 11
sky130_fd_sc_hd__and3_1 9, sky130_fd_sc_hd__nor2b_1 7, sky130_fd_sc_hd__nor3_1 7, sky130_fd_sc_hd__a21oi_1 7, sky130_fd_sc_hd__xnor3_1 7, sky130_fd_sc_hd__a21o_1 6
sky130_fd_sc_hd__a211oi_1 6, sky130_fd_sc_hd__o21a_1 5, sky130_fd_sc_hd__clkbuf_8 5, sky130_fd_sc_hd__buf_6 5, sky130_fd_sc_hd__and4_1 4, sky130_fd_sc_hd__conb_1 4
sky130_fd_sc_hd__nor4_2 3, sky130_fd_sc_hd__or2_2 3, sky130_fd_sc_hd__nand4b_1 3, sky130_fd_sc_hd__nor4_1 3, sky130_fd_sc_hd__ha_4 3, sky130_fd_sc_hd__buf_2 3
## kinds of logic after synthesis
kind of cell	Yosys count	share of synthesized area
buffers and inverters	46	0.0601
adder cells (fa/ha/maj)	29	0.0984
other	2	0.00205
XOR/XNOR	81	0.220
AND-OR/OR-AND	44	0.0899
AND/OR/NAND/NOR	160	0.237
multiplexers	1	0.00307
flip-flops	53	0.290
## routing by layer
metal,vias to the layer above,routed length [um],track usage
li1,1636,-,-
met1,1445,4550,0.394
met2,37,3260,0.324
met3,2,213,0.0296
met4,0,33,0.0209
met5,-,0,0
## worst max-delay path: stages (launching register included)
cell and delay, ns:
sky130_fd_sc_hd__dfxtp_2 0.33, sky130_fd_sc_hd__ha_4 0.23, sky130_fd_sc_hd__nor2b_1 0.12, sky130_fd_sc_hd__o21a_1 0.18, sky130_fd_sc_hd__o21a_1 0.18, sky130_fd_sc_hd__o21ai_2 0.12, sky130_fd_sc_hd__o211ai_1 0.12, sky130_fd_sc_hd__a22o_1 0.22
sky130_fd_sc_hd__buf_2 0.11
## repair_timing
action	CTS	global route
setup endpoints to repair	13	13
pin swaps	30	11
resized	68	16
buffers inserted	6	2
## worst max path at each step
| stage | startpoint | to | slack (ns) |
|---|---|---|---|
| after global routing | neg_edge_counter[5] | Clk_Odd | -0.63 |
| final | neg_edge_counter[1] | Clk_Odd | -0.53 |
| after CTS | neg_edge_counter[1] | Clk_Odd | -0.64 |
## stage by stage
step	area, um^2	std cells	hold WS (ns)
detailed placement	4480	585	0.484
floorplan	3720	418	0.448
finish	4820	612	0.494
global placement	4480	585	0.473
CTS	4730	610	0.502
global route	4820	612	0.519
## cell usage after synthesis (2+ instances only)
master and n:
sky130_fd_sc_hd__and3_1 9, sky130_fd_sc_hd__o211ai_1 2, sky130_fd_sc_hd__nand2_1 22, sky130_fd_sc_hd__conb_1 2
sky130_fd_sc_hd__a21o_1 6, sky130_fd_sc_hd__buf_6 3, sky130_fd_sc_hd__xnor2_1 53, sky130_fd_sc_hd__ha_1 28
sky130_fd_sc_hd__xnor3_1 7, sky130_fd_sc_hd__dfxtp_1 53, sky130_fd_sc_hd__nor2_1 37, sky130_fd_sc_hd__a21oi_1 8
sky130_fd_sc_hd__o2111ai_1 2, sky130_fd_sc_hd__nor3b_1 3, sky130_fd_sc_hd__and4_1 6, sky130_fd_sc_hd__or3_1 2
sky130_fd_sc_hd__nor3_1 19, sky130_fd_sc_hd__nand4_1 11, sky130_fd_sc_hd__and2_1 2, sky130_fd_sc_hd__nor2b_1 7
sky130_fd_sc_hd__a31oi_1 2, sky130_fd_sc_hd__o21a_1 5, sky130_fd_sc_hd__clkbuf_2 2, sky130_fd_sc_hd__a211o_1 2
sky130_fd_sc_hd__inv_1 28, sky130_fd_sc_hd__nor4_1 6, sky130_fd_sc_hd__buf_4 4, sky130_fd_sc_hd__o21ai_0 3
sky130_fd_sc_hd__buf_2 6, sky130_fd_sc_hd__a211oi_1 6, sky130_fd_sc_hd__nand4b_1 3, sky130_fd_sc_hd__nand2b_1 2
sky130_fd_sc_hd__nand3_1 23, sky130_fd_sc_hd__or2_2 3, sky130_fd_sc_hd__clkbuf_1 3, sky130_fd_sc_hd__xor2_1 21
Power is estimated from default activity; no workload was simulated.
